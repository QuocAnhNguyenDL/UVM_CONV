[/design/flow/run.sh]
#!/bin/bash
# OpenROAD 26Q1-2900-gdf79404cd8, Yosys 0.63+post, stock flow scripts
make -C /OpenROAD-flow-scripts/flow DESIGN_CONFIG=/design/flow/config.mk WORK_HOME=/design/flow/orfs finish
[/design/flow/config.mk]
export PLATFORM = sky130hd
export DESIGN_NAME = conv
export DESIGN_NICKNAME = conv
export VERILOG_FILES = /design/flow/design.v
export SDC_FILE = /design/flow/constraint.sdc
export NUM_CORES = 4
export LEC_CHECK = 1
export CORE_UTILIZATION = 50
[/design/flow/constraint.sdc]
current_design conv

set clk_period 36.0
set clk_io_pct 0.2

create_clock -name clk0 -period $clk_period [get_ports {clk}]

set non_clock_inputs [all_inputs -no_clocks]
set_input_delay [expr $clk_period * $clk_io_pct] -clock clk0 $non_clock_inputs
set_output_delay [expr $clk_period * $clk_io_pct] -clock clk0 [all_outputs]
[/design/flow/design.v]
`timescale 1ns / 1ps
module conv #(parameter COL = 5, BIT_WIDTH = 8, IN_WIDTH = 8, OUT_WIDTH = 32) (
    input clk, en,
    input [0:(BIT_WIDTH*25)-1] kernel,
    input [IN_WIDTH-1:0] in1, in2, in3, in4, in5,
    output[OUT_WIDTH-1:0] conv_result
);
    reg [IN_WIDTH-1:0] m55[COL][COL];
    integer i;
    always_ff @(posedge clk)
    begin
        if(en) begin
            for(i = COL-1 ; i > 0 ; i = i-1)
            begin
                m55[0][i] <= m55[0][i-1]; 
                m55[1][i] <= m55[1][i-1]; 
                m55[2][i] <= m55[2][i-1]; 
                m55[3][i] <= m55[3][i-1];   
                m55[4][i] <= m55[4][i-1];
            end
            m55[0][0] <= in1;
            m55[1][0] <= in2;
            m55[2][0] <= in3;
            m55[3][0] <= in4;
            m55[4][0] <= in5;
        end
    end 
    reg [OUT_WIDTH-1:0] mul[0:COL*COL-1], tmp[0:22];
    genvar x,y;
    generate
        for(x = 0; x < COL ; x = x+1) begin
            for(y = 0 ; y < COL; y = y+1)
            begin
                assign mul[COL*x+y] = m55[x][y] * kernel[((4-y)*8 + 40*x):((4-y)*8 + 40*x+7)];
            end
        end
        for(x = 0; x < 12; x = x+1) assign tmp[x] = mul[2*x] + mul[2*x+1];
        for(x = 12; x < 18; x = x+1) assign tmp[x] = tmp[2*(x-12)] + tmp[2*(x-12)+1];
        for(x = 18; x < 21; x = x+1) assign tmp[x] = tmp[2*(x-18)+12] + tmp[2*(x-18)+13];
        assign tmp[21] = tmp[18] + tmp[19];
        assign tmp[22] = tmp[20] + mul[24];
    endgenerate
    assign conv_result = tmp[21] + tmp[22];
endmodule
==> results.json <==
{
  "dpl.hpwl_um": 149000,
  "via_per_inst": 4.96,
  "routed_wl_um": 169000,
  "root_buffer": "clkbuf_16",
  "pin_count": 274,
  "worstPathRequired_ps": 28800,
  "clkLatencyLatePin_ps": 560,
  "area_growth_syn_to_layout_pct": 8.50,
  "synth.avg_cell_area_sq_um": 10.1,
  "hp-class": "reg -> reg",
  "clk_path_buf_depth": 2,
  "topCellsByArea": "fa_1 (47%), ha_1 (15%), inv_1 (11%)",
  "hold_buffers": 0,
  "final_max_slew_viol_count": 0,
  "arrival_ps": 18560,
  "path_clk_slew_ps": 90,
  "fp_util_pct": 50.5,
  "grt_pass1_wl_um": 267000,
  "rsz0062_at_grt": "no",
  "die_y_um": 358,
  "max_cap_violations": 0,
  "ys.flops": 200,
  "cp-startpoint": "kernel[84]",
  "edf_count": 200,
  "reg2reg_from": "m55[12][3]",
  "synth_cells": 6300,
  "dr.pass1.iters": 5,
  "largest_reg_flops": 200,
  "status": "complete, no violations",
  "period_needed_ps": 25760,
  "warning_count": 37,
  "regToRegSetupSlack_ps": 34830,
  "setup_viol": 0,
  "slew_headroom_pct": 48.4,
  "clock_skew_ps": 18.4,
  "path_max_fanout": 8,
  "drc": 0,
  "cp_slowest_stage_delay_ps": 640,
  "synth_cell_types": 58,
  "design.core.area_sq_um": 126000,
  "cts-buffers-inserted": 17,
  "drive_above_1_share_pct": 1.01,
  "ys_area_sq_um": 63500,
  "grt.total_usage_pct": 30.7,
  "syn_area_sq_um": 63500,
  "crit_path_end_kind": "primary output",
  "cts_setup_buffers": 0,
  "top_register": "m55",
  "path_class": "in -> out",
  "ff2ff_path_depth": 0,
  "yosys_cells": 6300,
  "dpl_cell_area_sq_um": 68300,
  "ys_seq_share_pct": 9.46,
  "drtIter0Drc": 1463,
  "hold_path_startpoint": "m55[3][6]",
  "hold_viol": 0,
  "wire_per_inst_um": 20.4,
  "chip_area_sq_um": 128000,
  "ant_nets": 0,
  "tightest_slew_ps": 774,
  "antenna_found_initial": 6,
  "placementRows": 130,
  "cts.sinks": 200,
  "timing.fmax_mhz": 38.8,
  "die_x_um": 358,
  "n_fill_cell": 11200,
  "grt_pass1_vias": 45800,
  "top_area_cell": "fa_1",
  "whs_path_depth": 1,
  "finalClockPeriodUsage_pct": 71.6,
  "htree_levels": 4,
  "worst_path_max_delay_cell": "clkdlybuf4s50_1",
  "reg.largest.list": "m55 (200)",
  "cts_tree": "built",
  "worstSetupStartpointType": "input port",
  "grt.overflow.total": 0,
  "fin_area_sq_um": 68900,
  "path_common_cell": "fa_1",
  "synth_warnings": 52,
  "placedCellCount": 8229,
  "post_cts_resize_count": 0,
  "tns_ps": 0,
  "r2r_end": "m55[13][3]",
  "io_buffers": 262,
  "whs_endpoint": "m55[4][6]",
  "gp_congestion": 0.986,
  "async_reset_ff_share_pct": 0,
  "top_cell_area_share_pct": 47.3,
  "final_cell_count_no_fill": 8264,
  "grt_max_degree": 56,
  "flop_cell": "edfxtp_1",
  "vias": 41000
}
==> metal layers <==
| layer | up-vias | routed length, um | track usage (%) |
|---|---|---|---|
| met1 | 20900 | 67800 | 45.5 |
| met4 | 8 | 2310 | 3.09 |
| met3 | 101 | 18100 | 13.5 |
| met2 | 1148 | 80400 | 46.6 |
| li1 | 18900 | - | - |
| met5 | - | 167 | 0.667 |
==> cells in the mapped netlist, types with 3 or more instances <==
library cell and count:
or2_2 4, a31oi_1 7, o31a_1 5, o21ai_0 26, a311o_1 3, o21a_1 8, o211ai_1 3, nor2b_1 15
buf_4 11, and4_1 3, edfxtp_1 200, a211o_1 3, nand3_1 9, a2111oi_0 5, a211oi_1 3, nor3_1 5
and2_1 1010, nand3b_1 4, o21bai_1 3, ha_1 752, xnor2_1 53, or3_1 3, and3_1 5, a21o_1 21
nand2_1 610, a41o_1 3, nor2_1 28, xor2_1 25, nand2b_1 16, inv_1 1875, a21oi_1 49, fa_1 1499
==> cell families after synthesis <==
group	Yosys count	synth area share (%)
flip-flops	200	9.46
other	1	0.00591
AND-OR/OR-AND	157	1.63
multiplexers	1	0.0158
adder cells (fa/ha/maj)	2251	62.1
XOR/XNOR	78	1.08
AND/OR/NAND/NOR	1724	14.5
buffers and inverters	1888	11.2
==> worst max-delay path by stage <==
| stage | cells after the start | endpoint |
|---|---|---|
| 5_1_grt | 40 | conv_result[18] |
| 4_1_cts | 37 | conv_result[18] |
| 6_report | 37 | conv_result[18] |
==> layout make-up <==
cell class | instances | area (sq um) | area share, %
antenna | 3 | 7.51 | 0.0109
clock buffer | 17 | 425 | 0.617
clock inverter | 15 | 175 | 0.254
inverter | 1875 | 7040 | 10.2
multi-input combinational | 4222 | 50400 | 73.2
sequential | 200 | 6010 | 8.72
tap | 1650 | 2060 | 3.00
timing repair buffer | 282 | 2780 | 4.03
==> through the flow <==
stage	hold slack (ps)	utilization, %	setup WS (ps)
finish	636	54.8	10240
detailed placement	608	54.3	10240
global route	659	54.8	9580
CTS	648	54.8	10210
floorplan	517	-	12320
global placement	610	54.3	10280
==> critical path, delay by kind of cell <==
kind	cells	cell delay, ps
adders and majority gates	14	6800
buffers and inverters	7	1540
and+or+nand+nor	6	890
xor gates and xnor gates	2	370
AOI/OAI and AO/OA	8	1720
==> placed cells by master (no fill, tap or decap), types with 7 or more instances in the layout <==
master	netlist	routed
o21ai_0	26	26
clkbuf_16	0	17
xnor2_1	53	53
nand3_1	9	9
conb_1	1	11
clkdlybuf4s50_1	0	261
o21a_1	8	8
a21o_1	21	21
inv_1	1875	1875
ha_1	752	752
fa_1	1499	1499
a21oi_1	49	49
a31oi_1	7	7
and2_1	1010	1010
xor2_1	25	25
nor2_1	28	28
buf_4	11	20
edfxtp_1	200	200
nor2b_1	15	15
nand2b_1	16	16
nand2_1	610	610
